### run.sh
#!/bin/bash
# OpenROAD 26Q1-2900-gdf79404cd8, Yosys 0.63+post, stock flow scripts
make -C /OpenROAD-flow-scripts/flow DESIGN_CONFIG=/design/flow/config.mk WORK_HOME=/design/flow/orfs finish
### config.mk
export PLATFORM = sky130hd
export DESIGN_NAME = uart_tx
export DESIGN_NICKNAME = uart_tx
export VERILOG_FILES = /design/flow/design.v
export SDC_FILE = /design/flow/constraint.sdc
export NUM_CORES = 4
export LEC_CHECK = 1
export CORE_AREA = 10 10 113 113
export DIE_AREA = 0 0 123 123
### constraint.sdc
current_design uart_tx

set clk_period 2.4
set clk_io_pct 0.2

create_clock -name clk0 -period $clk_period [get_ports {clk}]

set non_clock_inputs [all_inputs -no_clocks]
set_input_delay [expr $clk_period * $clk_io_pct] -clock clk0 $non_clock_inputs
set_output_delay [expr $clk_period * $clk_io_pct] -clock clk0 [all_outputs]
### design.v
module uart_tx (
    input  wire       clk,
    input  wire       reset,
    input  wire       tx_start,
    input  wire [7:0] tx_data,
    output reg        tx,
    output reg        tx_done
);
    parameter CLOCK_FREQ = 50_000_000;
    parameter BAUD_RATE  = 9600;
    parameter BAUD_COUNT = CLOCK_FREQ / BAUD_RATE;
    localparam IDLE  = 2'b00;
    localparam START = 2'b01;
    localparam DATA  = 2'b10;
    localparam STOP  = 2'b11;
    reg [1:0] state;
    reg [12:0] baud_cnt;
    reg        baud_tick;
    reg [3:0]  bit_cnt;
    reg [7:0]  shift_reg;
    always @(posedge clk or posedge reset) begin
        if (reset) begin
            baud_cnt  <= 13'd0;
            baud_tick <= 1'b0;
        end else begin
            if (baud_cnt == BAUD_COUNT - 1) begin
                baud_cnt  <= 13'd0;
                baud_tick <= 1'b1;
            end else begin
                baud_cnt  <= baud_cnt + 1;
                baud_tick <= 1'b0;
            end
        end
    end
    always @(posedge clk or posedge reset) begin
        if (reset) begin
            state     <= IDLE;
            tx        <= 1'b1;
            tx_done   <= 1'b0;
            bit_cnt   <= 4'd0;
            shift_reg <= 8'd0;
        end else begin
            tx_done <= 1'b0;
            if (baud_tick) begin
                case (state)
                    IDLE: begin
                        tx <= 1'b1;
                        if (tx_start) begin
                            shift_reg <= tx_data;
                            state     <= START;
                        end
                    end
                    START: begin
                        tx    <= 1'b0;
                        state <= DATA;
                    end
                    DATA: begin
                        tx <= shift_reg[0];
                        shift_reg <= shift_reg >> 1;
                        bit_cnt <= bit_cnt + 1;
                        if (bit_cnt == 4'd7) begin
                            bit_cnt <= 4'd0;
                            state   <= STOP;
                        end
                    end
                    STOP: begin
                        tx      <= 1'b1;
                        tx_done <= 1'b1;
                        state   <= IDLE;
                    end
                    default: state <= IDLE;
                endcase
            end
        end
    end
endmodule
==> results.txt <==
flow finished, numbers: Wirelength per Cell about 9.5 microns, yosys cell count ~130, hold path cells 2, max reg flops 13, Psw roughly 0.20 mW, Worst Path Class, Setup reg2out, Gate power share 3.1%, internal power just under 0.9 mW, # setup viols final 0, Main synth FF type dfrtp_1, Critical Path Start Type flip-flop, Log Warnings 25, vias post-DR about 1000, CP arrival between 1000 and 1500 ps, post-layout period usage 72.4%, Reg2Reg Launch Point state[1], clk ins delay skew pair ~280 ps, # DRC 0, Post-CTS Setup Inserts 0, slew margin rel. 59.5%, Static Leak 0.811 nW, Root Driver clkbuf_8, Dominant cell area share around half, Synth top cell by count dfrtp_1, die width ~120 microns, Mapped Cells about 130, Seq share, synth 55.4%, share of layout cells above drive strength 1 about 11%, CORE AREA 10300 sq um, first-pass iteration count of the detailed router 3, Syn Std Cell Area approximately 1500 sq um, die area 15100 sq um, CP max stage cell dfstp_2, Hold Buf Count CTS 0, final wirelength around 2700 microns, Pre-Place Util roughly 14%, CP required approximately 1900 ps, FF-to-FF setup slack around 740 ps, Period minus WS final 1740 ps, crit path buf inv count 1, Fin Setup TNS 0 ps, GRT Overall Usage around 3.8%, final hold violations 0, reg-to-reg critical path endpoint shift_reg[7], crit path cell chain clkdlybuf4s50_1, Synth warnings 1, CP top delay family flip-flops, biggest area cells dfrtp_1 52%, mux2i_1 4.8%, xor2_1 4.2%, a21oi_1 3.8%, dfstp_2 3.6%, min-delay src tx, Layout Cells excl Fill 284, Clk pwr share about 46%, Net Sw Frac a little under a fifth, CTS buffer count 5, Post-synth EDFFs 0, Least-Margin Pin Slew slightly above 600 ps, Syn Area/Cell 11.1 sq um, Clock transition at path regs 70 ps, total grt overflow 0, CTS resizes 0, via density per instance between 3 and 4, Max Cap Viol 0, htree depth 2, CP max stage delay about 530 ps, Clock Skew ~10 ps, Critical Path Stages 1, post-synth top area cell dfrtp_1, Max Buffers Root-to-Sink 2, HP Class reg2reg, ys async rst share approximately 100%, Post-synth top cells 30 x dfrtp_1, 11 x a21oi_1, 8 x nand2_1, 8 x nand3_1, remaining antenna violation count 0, Setup crit end kind output port, row count 37, crit-path max FO 2, RSZ-0062 raised after global routing false, Die H 123 microns, Buffers on Ports 12, Hold Path End tx, largest net degree at the start of global routing 33, status complete, no violations, Cell Type Count 31, Starting DRT DRC Count about 90, initial antenna violation count 0, dpl cells ~280, area reported by Yosys stat 1450 sq um, diode count 0, CTS tree yes, first-pass GRT wire length between 4000 and 5000 microns, GP Congestion ~0.75, R2R depth 3, Slew Viols, Final 0, Clock Sink Count 32, dpl hpwl approximately 1800 microns, Flop pwr share about half, io pins 13, Cell Pwr Density 580 nW/um^2, ys flops 32, Area growth syn-to-layout 26.9%, vias in the first global route about 1000, Fmax between 500 and 600 MHz, Worst VDD drop 0.176 mV
[cell families (layout without fill, tap and decap cells)]
family / count (synthesis) / count (layout) / synth area share [%]
AND-OR/OR-AND: 28 / 28 / 11.4
XOR/XNOR: 9 / 9 / 5.44
adder cells (fa/ha/maj): 2 / 2 / 1.73
buffers and inverters: 9 / 26 / 2.59
flip-flops: 32 / 32 / 55.4
multiplexers: 10 / 10 / 7.16
AND/OR/NAND/NOR: 41 / 41 / 16.3
[power by group through the flow]
stage	registers, mW	logic (mW)	clock network, mW
final	0.540	0.0329	0.494
after CTS	0.539	0.0346	0.512
after global routing	0.539	0.0376	0.541
[final cells by class]
type                            count  area (sq um)
Multi-Input combinational cell     90           609
Inverter                            4          15.0
Clock inverter                      2          35.0
Fill cell                        1135          8480
Sequential cell                    32           803
Clock buffer                        6          72.6
Tap cell                          136           170
Timing Repair Buffer               14           135
[routing by layer]
metal | GRT usage [%] | up-vias | share of wire [%]
met3 | 1.62 | 9 | 7.6
met4 | 0.655 | 0 | 1.8
met5 | 0 | - | 0
li1 | - | 506 | -
met1 | 5.03 | 486 | 48
met2 | 5.62 | 15 | 42
[metrics by stage]
step | util, % | area [sq um] | hold slack (ps) | power, mW | worst slack, ps
after detailed placement | 16.8 | 1730 | 481 | 0.584 | 530
after global placement | 16.8 | 1730 | 481 | 0.584 | 530
after CTS | 17.8 | 1840 | 494 | 1.09 | 640
after global routing | 17.8 | 1840 | 515 | 1.12 | 616
final | 17.8 | 1840 | 490 | 1.07 | 663
after floorplan | - | 1450 | 455 | 0.561 | 952
[how the worst max path moves through the flow]
stage	startpoint	end	slack, ps
6_report	tx	tx	660
4_1_cts	tx	tx	640
5_1_grt	baud_cnt[0]	baud_cnt[12]	620
[cell usage in the layout, fill, tap and decap left out, drive strengths merged, types with 2 or more instances in the layout]
cell and n:
o31ai 2, a31oi 7, mux2 3, inv 4, clkdlybuf4s50 12, dfstp 2
mux2i 7, o21ai 4, ha 2, or4 3, nand3 8, nand2 8
nor2b 2, buf 2, a21oi 11, xor2 7, a21o 2, nand4 3
xnor2 2, dfrtp 30, nor3 4, nor2 7, clkbuf 6
Power figures rest on the tool's default switching activity, not on a simulated workload.
