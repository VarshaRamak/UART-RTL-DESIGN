$ cat ./config.mk
export PLATFORM = sky130hd
export DESIGN_NAME = uart_rx
export DESIGN_NICKNAME = uart_rx
export VERILOG_FILES = /design/flow/design.v
export SDC_FILE = /design/flow/constraint.sdc
export NUM_CORES = 4
export LEC_CHECK = 1
export CORE_UTILIZATION = 40
$ cat ./constraint.sdc
current_design uart_rx

set clk_period 2.0
set clk_io_pct 0.2

create_clock -name clk0 -period $clk_period [get_ports {clk}]

set non_clock_inputs [all_inputs -no_clocks]
set_input_delay [expr $clk_period * $clk_io_pct] -clock clk0 $non_clock_inputs
set_output_delay [expr $clk_period * $clk_io_pct] -clock clk0 [all_outputs]
$ cat ./design.v
module uart_rx (
    input  wire       clk,
    input  wire       reset,
    input  wire       rx,
    output reg [7:0]  rx_data,
    output reg        rx_done
);
    parameter CLOCK_FREQ = 50_000_000;
    parameter BAUD_RATE  = 9600;
    parameter BAUD_COUNT = CLOCK_FREQ / BAUD_RATE;
    localparam IDLE  = 2'b00;
    localparam START = 2'b01;
    localparam DATA  = 2'b10;
    localparam STOP  = 2'b11;
    reg [1:0] state;
    reg [12:0] baud_cnt;
    reg        baud_tick;
    reg [3:0]  bit_cnt;
    reg [7:0]  shift_reg;
    always @(posedge clk or posedge reset) begin
        if (reset) begin
            baud_cnt  <= 13'd0;
            baud_tick <= 1'b0;
        end else begin
            if (baud_cnt == BAUD_COUNT - 1) begin
                baud_cnt  <= 13'd0;
                baud_tick <= 1'b1;
            end else begin
                baud_cnt  <= baud_cnt + 1;
                baud_tick <= 1'b0;
            end
        end
    end
    always @(posedge clk or posedge reset) begin
        if (reset) begin
            state     <= IDLE;
            bit_cnt   <= 4'd0;
            shift_reg <= 8'd0;
            rx_done   <= 1'b0;
            rx_data   <= 8'd0;
        end else begin
            rx_done <= 1'b0;
            if (baud_tick) begin
                case (state)
                    IDLE: begin
                        if (rx == 1'b0)
                            state <= START;
                    end
                    START: begin
                        state <= DATA;
                    end
                    DATA: begin
                        shift_reg <= {rx, shift_reg[7:1]};
                        bit_cnt <= bit_cnt + 1;
                        if (bit_cnt == 4'd7) begin
                            bit_cnt <= 4'd0;
                            state <= STOP;
                        end
                    end
                    STOP: begin
                        rx_data <= shift_reg;
                        rx_done <= 1'b1;
                        state <= IDLE;
                    end
                    default: state <= IDLE;
                endcase
            end
        end
    end
endmodule
$ cat ./run.sh
#!/bin/bash
# OpenROAD 26Q1-2900-gdf79404cd8, Yosys 0.63+post, stock flow scripts
make -C /OpenROAD-flow-scripts/flow DESIGN_CONFIG=/design/flow/config.mk WORK_HOME=/design/flow/orfs finish
==> Slide: Implementation Results <==
Physical Implementation Snapshot

Die
  – IO Count: 12
  – Core area: 0.003744 mm2
  – Die W: 65.08 um
  – Rows: 22
  – Die height: 65.08 um
  – Core Util at FP: 42.51%
  – Die area: 0.004235 mm2

Logic synthesis
  – Yosys aoi share: 4.953%
  – Simple-gate share of the synthesized area: 13.60%
  – Synth warnings: 1
  – Yosys cell types: 29
  – Multiplexer share: 12.03%
  – Main area contributors: dfrtp_1 60%, mux2_2 12%, xor2_1 3.3%
  – Yosys xor share: 4.953%
  – Chip Area, Yosys: 0.001592 mm2
  – Post-synth top area cell: dfrtp_1
  – Syn Area/Cell: 13.05 um2
  – Fa+ha+maj area frac: 1.572%
  – Largest non-sequential cell family by area: simple AND/OR/NAND/NOR gates
  – Synthesized cell area: 0.001592 mm2
  – # Cells Yosys: 122
  – Post-synthesis instance total: 122
  – Register bit total from synthesis: 39
  – Sequential fraction of the synthesis area: 61.40%
  – Area leader share: 59.75%

Final layout
  – Number of flip-flops under the largest register name: 13
  – Logic cell area: 590.6 um2
  – Filler Cells Inserted: 340
  – Post-route core utilization: 50.13%
  – Storage element area: 977.2 um2
  – Highest-count logic cell in the final layout: dfrtp_1
  – Share of layout cells above drive strength 1: 20.57%
  – Top Layout Cells: 38 x dfrtp_1, 17 x mux2_2, 11 x clkdlybuf4s50_1, 10 x nand2_1, 6 x xor2_1
  – Non-Filler Instances: 189
  – Layout area overhead: 17.92%

STA
  – Fmax achieved: 0.6180 GHz
  – Post-route clock period utilization: 80.90%
  – Final worst path period need: 1.618 ns
  – Worst Tran Pin Value: 0.4685 ns
  – Fin. Hold Viols: 0
  – Clock skew: 0.004911 ns
  – Final setup TNS: 0 ns
  – Final setup viols: 0
  – Final Slew Violations: 0
  – RSZ-0062 raised after global routing: false
  – Normalized max-slew margin: 68.77%

Critical path
  – CP Launch Type: register
  – Max incr delay on CP: 0.52 ns
  – Reg2Reg Setup Slack: 0.38 ns
  – Worst path slowest cell: or4_1
  – Reg2Reg Launch Point: baud_cnt[0]$_DFF_PP0_
  – Crit path DAT: 1.83 ns
  – Worst path buffer plus inverter count: 0
  – Crit-path cells: ha_1 > nand4_1 > or4_1 > a21oi_1
  – FF-to-FF End: baud_cnt[12]$_DFF_PP0_
  – CP top delay family: simple AND/OR/NAND/NOR gates
  – CP required: 2.21 ns
  – Worst Setup End Kind: register
  – Max FO, Critical Path: 7
  – Critical path class: register to register
  – R2R cell count: 4

GRT
  – GRT Total Usage: 14.68%
  – GRT overflow: 0
  – Antenna violations before repair: 0
  – Vias in the first global route: 993
  – First-pass GRT wire length: 4.547 mm
  – Largest net degree at the start of global routing: 40

Drt
  – Detailed Route Iter0 Violations: 45
  – Met3 wire len: 87 um
  – M1 WL: 1.252 mm
  – ANT cells: 0
  – Pre-antenna DRT Iters: 4
  – Top sig layer: met4
  – Routed wl met2: 1.026 mm
  – Final ANT Viol Nets: 0
  – Vias: 976
  – Vias/cell: 5.164
  – # DRC: 0
  – Routed wire length: 2.406 mm
  – DR WL/cell: 12.73 um

CTS
  – CTS tree: done
  – Clock sink count: 39
  – Hold buffer count at cts: 0
  – Reg clk slew, reported paths: 0.07 ns
  – Clk ins delay skew pair: 0.29 ns
  – Clock root buffer: clkbuf_8
  – PostCTS Resize Cnt: 0
  – Setup Buffers After CTS: 0
  – CTS H-tree depth: 2
  – CTS Buf Count: 5
  – Max clock buf depth: 2

Power
  – VDD IR max: 0.4691 mV
  – Pwr dens: 774.7 mW/mm2
  – Leakage: 0.9162 nW

Outcome
  – Status: completed

Job
  – OpenROAD warnings: 25
  – MaxCap Viol Count: 0

Hold path
  – HP Class: register to register
  – Hold Startpoint: baud_cnt[0]$_DFF_PP0_
  – Hold path cells: 1
  – Hold Path End: baud_cnt[0]$_DFF_PP0_

Place
  – Gpl congestion: 0.8020
  – DPL Wire Length: 1.631 mm
  – Inst Count DP: 181
  – Port bufs: 11
==> per-stage QoR <==
stage	cell area, um2	setup WS, ns	hold WS [ns]	power (mW)
CTS	1877	0.3942	0.4670	1.475
finish	1877	0.3819	0.4637	1.454
detailed placement	1764	0.4172	0.4566	0.8278
floorplan	1592	0.5544	0.4329	0.8174
global placement	1764	0.4866	0.4451	0.8273
global route	1877	0.2828	0.4834	1.512
==> power breakdown <==
group | internal (mW) | switching [mW]
clock network | 0.371 | 0.272
registers | 0.789 | 0.000720
logic | 0.00553 | 0.0156
total | 1.17 | 0.288
==> logic make-up (layout without fill, tap and decap cells) <==
| kind of cell | Yosys count | count (layout) |
|---|---|---|
| xor+xnor | 9 | 9 |
| flops | 39 | 39 |
| compound gates | 12 | 12 |
| fa+ha+maj | 2 | 2 |
| simple gates | 37 | 37 |
| mux | 17 | 17 |
| buf+inv | 6 | 25 |
==> synthesized netlist by cell type <==
cell / instances
and3b_1: 1
o21ai_0: 3
mux2_2: 17
or3_1: 1
o31ai_1: 2
xnor2_1: 3
ha_1: 2
dfrtp_1: 38
nand4b_1: 1
or4b_4: 1
nor4_1: 2
nor2b_1: 1
nor3_4: 1
a22o_1: 2
xor2_1: 6
a21o_1: 1
a21oi_1: 3
dfstp_2: 1
nand4_1: 2
or4_1: 3
nand2_1: 10
buf_2: 1
o2bb2ai_1: 1
or4bb_1: 1
and2_1: 1
nor2_1: 5
nand3_1: 5
inv_1: 5
nor3_1: 2
==> layout make-up <==
type	count	share of cell area (%)
Multi-Input combinational cell	77	31.47
Inverter	5	1.000
Clock inverter	3	2.333
Tap cell	48	3.200
Timing Repair Buffer	12	6.267
Clock buffer	5	3.667
Sequential cell	39	52.07
==> how the worst max path moves through the flow <==
stage / to / depth (start not counted) / slack [ns] / startpoint
after CTS: baud_cnt[12]$_DFF_PP0_ / 4 / 0.39 / baud_cnt[0]$_DFF_PP0_
after global routing: baud_cnt[12]$_DFF_PP0_ / 4 / 0.28 / baud_cnt[0]$_DFF_PP0_
final: baud_cnt[12]$_DFF_PP0_ / 4 / 0.38 / baud_cnt[0]$_DFF_PP0_
==> metal layers <==
metal  track usage (%)  vias up
li1                  -      467
met1             23.78      491
met2             20.70       14
met3             4.821        4
met4             2.174        0
met5                 0        -
Power and IR drop assume default switching activity.
